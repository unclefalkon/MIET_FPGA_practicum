## run.sh

```bash
#!/bin/bash
# OpenROAD 26Q1-2900-gdf79404cd8, Yosys 0.63+post, stock flow scripts
make -C /OpenROAD-flow-scripts/flow DESIGN_CONFIG=/design/flow/config.mk WORK_HOME=/design/flow/orfs finish
```

## config.mk

```make
export PLATFORM = sky130hd
export DESIGN_NAME = counter
export DESIGN_NICKNAME = counter
export VERILOG_FILES = /design/flow/design.v
export SDC_FILE = /design/flow/constraint.sdc
export NUM_CORES = 4
export LEC_CHECK = 1
export CORE_AREA = 10 10 111 111
export DIE_AREA = 0 0 121 121
```

## constraint.sdc

```tcl
current_design counter

set clk_period 1.8
set clk_io_pct 0.2

create_clock -name clk0 -period $clk_period [get_ports {clk_i}]

set non_clock_inputs [all_inputs -no_clocks]
set_input_delay [expr $clk_period * $clk_io_pct] -clock clk0 $non_clock_inputs
set_output_delay [expr $clk_period * $clk_io_pct] -clock clk0 [all_outputs]
```

## design.v

```verilog
`timescale 1ns / 1ps
module counter(
    input         clk_i,
    input  [9:0]   sw_i,
    input  [1:0]  key_i,
    output [9:0] ledr_o,
    output [6:0] hex1_o,
    output [6:0] hex0_o);
reg [9:0] register;
reg [7:0] counter;
wire bt_down;
pinched btdown(
  .bt_i  ( !key_i[0] ),
  .rst_i  ( key_i[1] ),
  .clk_i     ( clk_i ),
  .btnd_o  ( bt_down )
);
always @ ( posedge clk_i or negedge key_i[1]) begin
  if ( !key_i[1] ) begin
   register <= 10'b0;
   counter  <=  8'd0;
  end
  else
    if ( bt_down ) begin
      register <=        sw_i;
      counter  <= counter + 1;
    end
end 
assign ledr_o = register;
dectohex dec0
( .in ( counter[7:4] ),
  .out( hex0_o       )
);
dectohex dec1
( .in ( counter[3:0] ),
  .out( hex1_o       )
);
endmodule
module dectohex(
  input      [3:0] in,
  output reg [6:0] out);
always @ ( * ) begin
  case( in )
    4'h0 : out = 7'b1000000;
		4'h1 : out = 7'b1111001;
		4'h2 : out = 7'b0100100;
		4'h3 : out = 7'b0110000;
		4'h4 : out = 7'b0011001;
		4'h5 : out = 7'b0010010;
		4'h6 : out = 7'b0000010;
		4'h7 : out = 7'b1111000;
		4'h8 : out = 7'b0000000;
		4'h9 : out = 7'b0010000;
		4'ha : out = 7'b0001000;
		4'hb : out = 7'b0000011;
		4'hc : out = 7'b1000110;
		4'hd : out = 7'b0100001;
		4'he : out = 7'b0000110;
		4'hf : out = 7'b0001110; 
    default: out = 7'b1111111;
  endcase
end     
endmodule
`timescale 1ns / 1ps
module pinched(
  input  clk_i,
  input  rst_i,
  input   bt_i,
  output btnd_o);
reg [1:0] synch;
always @ ( posedge clk_i or negedge rst_i ) begin
  if ( !rst_i )
    synch <= 2'b0;
  else
    begin
      synch[0] <=     bt_i;
      synch[1] <= synch[0];
    end
end
assign btnd_o = synch[0] & ~synch[1];
endmodule
```

==> impl_metrics.csv <==
group,metric,value,unit
yosys,largest_area_cell,"dfrtp_1",
global_route,grt_max_degree,21,
drt,wl_per_cell,10.66,µm
yosys,yosys.area.top_type_share,0.3774,
yosys,async_flop_share,1.000,
cells_and_area,final_layout_size_suffix_gt1_frac,0.5721,
sta,slew_headroom,0.8104,
drt,vias,1152,
yosys,synth_cell_types,33,
yosys,synth_chip_area,1326,µm²
flow_run,max-cap-violations,0,
worst_setup_path,ff2ff_path_depth,3,
clocking,clk-insertion-delay-late,0.26,ns
clocking,path_clk_slew,0.09,ns
global_route,overflow,0,
cells_and_area,seq_area,503.0,µm²
cells_and_area,final-comb-area,943.4,µm²
hold_path,holdCritPathClass,"primary input to async pin",
die,rows,36,
yosys,synth-edff-count,0,
sta,hold_viol_final,0,
die,core_area,9864,µm²
global_route,grt_pass1_vias,1185,
sta,setup_ws,-0.1776,ns
worst_setup_path,r2r-end,"register[0]",
flow_run,stage_log_warnings,39,
drt,route.detailed.drc,0,
sta,fin_crit,1.978,ns
clocking,clock_sinks,20,
clocking,clockBufferDepth,2,
sta,finalSetupViolCount,11,
placed_design,numPortBuffers,36,
clocking,numCtsBuffers,3,
yosys,ys_cells,120,
pwr,power_density,1208,nW/µm²
worst_setup_path,end_kind,"output pin",
clocking,cts_tree,"built",
yosys,ys_ff,20,
clocking,holdBufCountCts,0,
yosys,common_cells,"20 x dfrtp_1, 14 x ha_1, 10 x inv_1, 9 x o21ai_0, 7 x nand2_1",
sta,max_freq,505.7,MHz
status,violations,"negative setup slack",
worst_setup_path,worstSetupStartpointType,"flop",
cells_and_area,area_growth,83.40,%
status,status,"finished, violations left",
pwr,vdd_drop_max,0.3760,mV
yosys,synthCells,120,
placed_design,dp_hpwl,2596,µm
yosys,synth_area_per_cell,11.05,µm²
sta,tightest_slew,0.2844,ns
placed_design,place_area,2047,µm²
pwr,p_leak,1.050,nW
yosys,synth.most_common_cell,"dfrtp_1",
placed_design,gp_congestion,0.8155,
drt,drt_pre_antenna_iters,4,
sta,tns,-1.159,ns
worst_setup_path,rrSetupSlack,0.47,ns
worst_setup_path,cp.required,1.44,ns
die,die_y,121,µm
drt,drtAntennaViolNets,0,
yosys,yosysWarningCount,3,
worst_setup_path,crit_type,"flop to output pin",
sta,slew_violations,0,
yosys,synth_seq_share,0.3774,
drt,viasPerCell,3.449,
cells_and_area,num-fill-cells,1018,
clocking,cts_root_buf,"clkbuf_8",
die,ioPinCount,37,
global_route,grtUsageTotal,0.04918,
die,die_w,121,µm
worst_setup_path,arrival,1.62,ns
global_route,antenna_found_initial,0,
yosys,syn_area,1326,µm²
worst_setup_path,crit_path_max_fanout,4,
yosys,topCellsByArea,"dfrtp_1 38%, ha_1 13%, mux2_4 6.8%",
die,fp_util,0.1344,
worst_setup_path,timing.rr.start,"btdown.synch[0]",
sta,rsz0062_at_grt,"true",
sta,min_period_over_period,1.099,
drt,wl,3560,µm
global_route,grt_first_pass_wirelength,6016,µm
die,die_area,14640,µm²
pwr,p_total,2.937,mW
cells_and_area,stdcell_area,2432,µm²
sta,fin_skew,0.006925,ns
clocking,htreeDepth,1,
drt,drt_iter0_markers,31,
drt,antenna_cells,0,
yosys,flop_cell,"dfrtp_1",
[metrics by stage]
| step | utilization | instances | setup WS [ns] | hold WS, ns |
|---|---|---|---|---|
| finish | 0.2466 | 334 | -0.1776 | 0.4338 |
| global route | 0.2466 | 334 | -0.2560 | 0.4499 |
| CTS | 0.2406 | 332 | -0.2103 | 0.4458 |
| detailed placement | 0.2075 | 314 | -0.2427 | 0.4319 |
| global placement | 0.2075 | 314 | -0.2313 | 0.4322 |
| floorplan | - | 120 | 0.1138 | 0.06441 |
[per-layer routing]
| metal | vias up | share of wire | track usage |
|---|---|---|---|
| met2 | 31 | 0.47 | 0.07993 |
| met1 | 543 | 0.44 | 0.06259 |
| met4 | 0 | 0.0034 | 0.002262 |
| met3 | 2 | 0.089 | 0.02078 |
| li1 | 576 | - | - |
| met5 | - | 0 | 0 |
[report_power, final]
group	internal, mW	switching (mW)
logic	1.14	0.695
clock network	0.297	0.168
registers	0.542	0.0941
[cell type report]
cell class	count	area share
Clock buffer	3	0.01698
Clock inverter	1	0.01235
Inverter	10	0.01646
Multi-Input combinational cell	83	0.3879
Sequential cell	20	0.2068
Tap cell	133	0.06842
Timing Repair Buffer	84	0.2912
[worst max path at each step]
| stage | end | depth (start not counted) | startpoint |
|---|---|---|---|
| final | hex1_o[3] | 5 | counter[0] |
| after global routing | hex1_o[0] | 7 | counter[1] |
| after CTS | hex1_o[3] | 5 | counter[0] |
[repair_timing]
action                                  in CTS  in global routing
endpoints found under the setup margin      14                 14
gates resized                               89                 18
hold endpoints to repair                     0                  0
setup buffers                               14                  3
pin swaps                                   17                  7
[cells by family after synthesis]
logic type      Yosys count  synth area share
xor+xnor                  7           0.04623
simple gates             27            0.1179
fa+ha+maj                14            0.1321
flops                    20            0.3774
compound gates           18           0.08868
mux                      17            0.1745
buf+inv                  17           0.06321
[state kept, by name (all words and copies together) (netlist names)]
register,flops
counter,8
btdown.synch,2
register,10
[cell usage in the layout, fill, tap and decap left out, drive strengths merged, types with 5 or more instances in the layout]
master	n
clkdlybuf4s50	22
o21ai	9
inv	10
buf	60
mux2	11
ha	14
xnor2	5
nand2	7
dfrtp	20
nor2	6
[worst max-delay path: stages, from the launching register on]
cell and delay [ns]:
dfrtp_2 0.42, inv_4 0.06, ha_4 0.26, inv_2 0.04, mux4_2 0.44, buf_2 0.12
Power is estimated from default activity; no workload was simulated.
